--- flow/run.sh ---
#!/bin/bash
# OpenROAD 26Q1-2900-gdf79404cd8, Yosys 0.63+post, stock flow scripts
make -C /OpenROAD-flow-scripts/flow DESIGN_CONFIG=/design/flow/config.mk WORK_HOME=/design/flow/orfs finish
--- flow/config.mk ---
export PLATFORM = sky130hd
export DESIGN_NAME = top_level
export DESIGN_NICKNAME = top_level
export VERILOG_FILES = /design/flow/design.v
export SDC_FILE = /design/flow/constraint.sdc
export NUM_CORES = 4
export LEC_CHECK = 1
export CORE_UTILIZATION = 30
--- flow/design.v ---
`timescale 1ns / 1ps
module KeyBram(clk, we, en, addr, di, dout); 
input clk;
input we;
input en;
input [6:0] addr;
input [15:0] di;
output [15:0] dout;
reg [15:0] RAM [0:31];
reg [15:0] dout;
always @(posedge clk)
begin
if (en) begin
    if (we)
        RAM[addr] <= di;
    else
        dout <= RAM[addr];
end
end 
endmodule
`timescale 1ns / 1ps
module key_schedule(input clk,
input rstn, 
input en,
input [15:0]k0,
input [15:0]k1,
input [15:0]k3,
input [7:0]round,
output reg [15:0]key_out, 
output reg valid_out);
reg [31:0]z0='b11111010001001010110000111001101111101000100101011000011100110;
reg [15:0]c='b1111111111111100;
wire [15:0]newC={c[15:1],c[0]^z0[round-4%62]};
wire [15:0]k3_shifted={k3[12:0],k3[15:13]};
wire [15:0]k3_shifted_xor_k1=k3_shifted^k1;
wire [15:0]k3_shifted_xor_k1_shifted_1={k3_shifted_xor_k1[14:0],k3_shifted_xor_k1[15]};
wire [15:0]k3_shifted_xor_k1_xor_k0=k3_shifted_xor_k1^k0;
wire [15:0]temp=k3_shifted_xor_k1_xor_k0^k3_shifted_xor_k1_shifted_1;
always @(posedge clk) begin
    if(rstn=='b1 && en=='b1) begin
        key_out<=temp^newC;
        valid_out<=1;
    end
    else begin
        valid_out<=0;
    end
end
endmodule
`timescale 1ns / 1ps
module simon(clk,rstn,key,input_text,chipher_text,valid);
input  clk,rstn;
input  [15:0] key;
input  [31:0]input_text;
output reg [31:0]chipher_text;
output reg valid;
wire [15:0]left_side=input_text[31:16];
wire [15:0]right_side=input_text[15:0];
wire [15:0]rl_1={left_side[14:0],left_side[15]};
wire [15:0]rl_8={left_side[7:0],left_side[15:8]};
wire [15:0]rl_2={left_side[13:0],left_side[15:14]};
wire [15:0]rl_1_and_rl_8=rl_1 & rl_8;
wire [15:0]rl_1_and_rl_8_xor_right_side=rl_1_and_rl_8 ^right_side;
wire [15:0]rl_1_and_rl_8_xor_right_side_xor_rl2=rl_1_and_rl_8_xor_right_side ^ rl_2;
wire [15:0] new_left=rl_1_and_rl_8_xor_right_side_xor_rl2 ^ key;
always @(posedge clk) begin
    if (rstn!='b0) begin
        chipher_text<={new_left,left_side};
        valid<=1;
    end
    else begin
        valid<=0;
    end
end
endmodule
`timescale 1ns / 1ps
module top_level(clk,rstn,in_block,key,valid_in,out_block);
input clk;
input rstn;
input [31:0]in_block; 
input [63:0] key;
input valid_in;
output reg [31:0] out_block; 
reg [1:0]states=idle;
parameter idle=0;
parameter key_schedule=1;
parameter chipher_stage=2;
reg [31:0]chipher_data;
reg [15:0]k0,k1,k2,k3;
reg ram_en=0;
reg write_en=0;
reg [6:0]stage_num=0;
wire [15:0]key_schedule_out;
wire [15:0]k_out;
wire key_schedule_valid;
wire [31:0]chiphered_data;
wire simon_valid;
KeyBram bram(clk,write_en,ram_en,stage_num,key_schedule_out,k_out);
key_schedule schedule(clk,rstn,write_en,k0,k1,k3,stage_num,key_schedule_out,key_schedule_valid);
simon chipher(clk,rstn,k_out,chipher_data,chiphered_data,simon_valid);
always @(posedge clk) begin
    if (rstn=='b1) begin
        case (states)
            idle:begin
                if(valid_in=='b1) begin
                    chipher_data<=in_block;
                    k0<=key[15:0];
                    k1<=key[31:16];
                    k2<=key[47:32];
                    k3<=key[63:48];
                    write_en<=1;
                    ram_en<=1;
                    states<=key_schedule;
                end
                else begin
                    states<=idle;
                end
            end
            key_schedule: begin
                if (key_schedule_valid=='b1) begin
                    if (stage_num==32) begin
                        write_en<=0;
                        states<=chipher_stage;
                    end
                    else begin
                        stage_num<=stage_num+1;
                        k3<=key_schedule_out;
                        k2<=k3;
                        k1<=k2;
                        k0<=k1;
                    end
                end
                else begin
                    states<=chipher_stage;
                end
            end
            chipher_stage: begin
                if (stage_num==32) begin
                    out_block<=chiphered_data;
                    states<=idle; 
                    ram_en<=0;
                end
                else begin
                    if (simon_valid==1) begin
                        stage_num<=stage_num+1;
                        chipher_data<=chiphered_data;
                        states<=chipher_stage;
                    end
                    else begin
                        stage_num<=0;  
                        states<=chipher_stage;
                    end
                end
            end
        endcase
    end
    else begin
        states<=idle;  
    end
end
endmodule
--- flow/constraint.sdc ---
current_design top_level

set clk_period 15.8
set clk_io_pct 0.2

create_clock -name clk0 -period $clk_period [get_ports {clk}]

set non_clock_inputs [all_inputs -no_clocks]
set_input_delay [expr $clk_period * $clk_io_pct] -clock clk0 $non_clock_inputs
set_output_delay [expr $clk_period * $clk_io_pct] -clock clk0 [all_outputs]
==> impl_metrics.yaml <==
# yosys + openroad results
pwr:
  power_switching_share: 0.211
  vdd.ir_drop.worst_uv: 83.7
  power_frac_comb: 0.067
  power_report.internal_total_uw: 3240
  power.share.sequential: 0.541
  clockPowerShare: 0.392
  pwr_density_cell_mw_per_mm2: 123
  power.switching_uw: 863
  power.leakage_uw: 0.0104
setup_path:
  crit_required_ns: 16.03
  timing.rr.end: "bram.dout[14]"
  worst_flop_to_flop_path_startpoint: "stage_num[0]"
  critPathLaunchType: "input port"
  data_arrival_critical_path_ns: 5.22
  worst_r2r_path_depth: 5
  cp-end-kind: "flop"
  critical_path.startpoint: "rstn"
  ff2ff_setup_slack_ns: 12.46
  timing_worst_setup_path_type: "in -> reg"
  cp_max_fo: 64
route:
  routed_wirelength_um: 62400
  route.antenna.diode_count: 0
  post_drt_wl_per_cell_um: 21.9
  routed_via_density: 4.67
  antenna_left: 0
  detail_route.drc_violations: 0
  detailroute.via_count: 13286
  detailedRoute.firstIterationViolations: 774
  detailedRoute.firstPassIterationCount: 5
cells_and_area:
  flow.area_growth_from_synthesis_pct: 18.9
  layout_top_cells_excl_fill_tap: "sky130_fd_sc_hd__edfxtp_1 (713), sky130_fd_sc_hd__clkdlybuf4s50_1 (130), sky130_fd_sc_hd__mux4_2 (128), sky130_fd_sc_hd__mux2_2 (96), sky130_fd_sc_hd__xnor2_1 (90)"
  ratio_of_cells_with_drive_above_1_in_the_final_layout: 0.252
  mostFrequentLayoutCell: "sky130_fd_sc_hd__edfxtp_1"
  final_area_sq_mm: 0.0334
clocking:
  clkSinkCount: 717
  clock-root-buffer: "sky130_fd_sc_hd__clkbuf_16"
  htreeDepth: 3
  post_cts.resized_instances: 0
  cts_tree: "built"
  cts.clk_slew.worst_paths_ns: 0.06
  cts-buffers-inserted: 72
  post-cts-setup-buffers: 0
  post_cts_hold_buffer_count: 0
  clock_path_buffers: 3
  clock.latency.late_pin_ns: 0.60
hold_path:
  hold_path_class: "reg -> reg"
  hold_end: "out_block[11]"
  hold_path.startpoint: "chipher.chipher_text[11]"
  hold-path-cell-count: 0
sta:
  finalSetupViolations: 0
  fmaxAchievable_mhz: 200
  min_period_ns: 4.99
  finClkSkew_ns: 0.0227
  tightest_slew_ns: 0.843
  rsz0062_at_grt: "no"
  fin_ws_ns: 10.81
  timing.final.max_slew_violations: 0
  tns_ns: 0
  layout_worst_path_cycle_share: 0.316
  relSlewSlack: 0.438
  hold_viol: 0
grt:
  first_global_vias: 14844
  globalRoute.totalOverflow: 0
  largest_net_degree_at_the_start_of_global_routing: 94
  globalRouteTotalUtil: 0.144
  initial_antenna_violation_count: 0
  first_pass_grt_wire_length_um: 93600
die:
  chip_area_sq_mm: 0.0950
  placementRows: 111
  fp.dieW_um: 308
  die_h_um: 308
  io_pins: 131
  area_of_the_core_region_sq_mm: 0.0922
  fp-utilization: 0.305
synthesis:
  avgSynthCellArea_sq_um: 21.2
  postSynthCellCount: 1330
  synth.top_cell.area_share: 0.761
  synth-area-yosys_sq_mm: 0.0281
  synthDominantAreaCellType: "sky130_fd_sc_hd__edfxtp_1"
  ys_ff: 717
  synth-cells-yosys: 1330
  synth_warnings: 5
  synth_cell_type_count: 42
  synth_sequential_area_ratio: 0.764
  syn-cell-area_sq_mm: 0.0281
  synthTopCellsByArea: "sky130_fd_sc_hd__edfxtp_1 (76%), sky130_fd_sc_hd__mux4_2 (10%), sky130_fd_sc_hd__mux2_2 (3.8%)"
placed_design:
  numPortBuffers: 130
  dpl.hpwl_um: 38300
  gp_congestion: 0.852
  post-place-ws_ns: 10.21
  placed_area_sq_mm: 0.0312
status:
  outcome: "completed"
job:
  warning_count: 33
  max_cap_viol_count: 0
## sequential cells by signal, summed over array words and instances, names as in the netlist, 2 cells and up
register              count
chipher_data             32
out_block                32
bram.dout                16
states                    2
k0                       16
k2                       16
bram.RAM                512
chipher.chipher_text     32
stage_num                 7
k3                       16
schedule.key_out         16
k1                       16
## routing by layer
metal  global-route usage  vias up  part of all wire
met2                0.218      586              0.48
li1                     -     5886                 -
met3               0.0975      117              0.14
met5                    0        -                 0
met4               0.0375        0             0.031
met1                0.170     6697              0.35
## Yosys cell counts
cell type and n:
sky130_fd_sc_hd__mux4_2 128, sky130_fd_sc_hd__ha_1 11, sky130_fd_sc_hd__a21boi_0 3, sky130_fd_sc_hd__or3_1 1
sky130_fd_sc_hd__a31oi_1 3, sky130_fd_sc_hd__buf_8 1, sky130_fd_sc_hd__mux2_2 96, sky130_fd_sc_hd__nor2b_1 5
sky130_fd_sc_hd__nor2_1 42, sky130_fd_sc_hd__buf_6 8, sky130_fd_sc_hd__a22oi_1 64, sky130_fd_sc_hd__nor2_2 2
sky130_fd_sc_hd__o22ai_1 3, sky130_fd_sc_hd__o21ai_0 2, sky130_fd_sc_hd__a31o_2 1, sky130_fd_sc_hd__nand3_1 14
sky130_fd_sc_hd__and3_1 3, sky130_fd_sc_hd__o32ai_2 1, sky130_fd_sc_hd__o21ai_1 1, sky130_fd_sc_hd__edfxtp_1 713
sky130_fd_sc_hd__buf_4 6, sky130_fd_sc_hd__nand4_1 17, sky130_fd_sc_hd__nor3_1 3, sky130_fd_sc_hd__nor3_2 3
sky130_fd_sc_hd__o2111ai_1 1, sky130_fd_sc_hd__o21ba_2 1, sky130_fd_sc_hd__xor2_1 13, sky130_fd_sc_hd__inv_1 8
sky130_fd_sc_hd__inv_2 2, sky130_fd_sc_hd__buf_2 25, sky130_fd_sc_hd__nand3b_1 1, sky130_fd_sc_hd__dfxtp_1 4
sky130_fd_sc_hd__o211ai_1 2, sky130_fd_sc_hd__nand2_1 24, sky130_fd_sc_hd__clkbuf_1 13, sky130_fd_sc_hd__a21oi_1 5
sky130_fd_sc_hd__and3b_1 1, sky130_fd_sc_hd__xnor2_1 90, sky130_fd_sc_hd__nor3_4 3, sky130_fd_sc_hd__and2_1 1
sky130_fd_sc_hd__buf_1 1, sky130_fd_sc_hd__nand2b_1 4
## logic make-up (layout without fill, tap and decap cells)
kind of cell / after synthesis / after routing / share of synthesized area
DFF: 717 / 717 / 0.764
muxes: 224 / 224 / 0.141
and+or+nand+nor: 124 / 124 / 0.0225
xor gates and xnor gates: 103 / 103 / 0.0321
AOI/OAI and AO/OA: 87 / 87 / 0.0227
buffers and inverters: 64 / 335 / 0.0130
adders and majority gates: 11 / 11 / 0.00489
## stage by stage
step	instances	utilization	power [uW]	hold WS, ns
after floorplan	1330	-	2410	0.420
after detailed placement	2718	0.339	2540	0.432
after global routing	2844	0.363	4240	0.457
final	2844	0.363	4100	0.449
after CTS	2844	0.363	4140	0.451
after global placement	2718	0.339	2530	0.433
## area by class of cell
class	instances	area, sq um
Clock buffer	99	2000
Clock inverter	27	209
Fill cell	8338	58800
Inverter	10	37.5
Multi-Input combinational cell	549	6310
Sequential cell	717	21500
Tap cell	1243	1560
Timing Repair Buffer	199	1840
## worst max-delay path: stages
cell	delay, ns
sky130_fd_sc_hd__clkdlybuf4s50_1	0.45
sky130_fd_sc_hd__buf_4	0.42
sky130_fd_sc_hd__o211ai_1	0.27
sky130_fd_sc_hd__a21oi_4	0.16
sky130_fd_sc_hd__buf_4	0.64
## worst max path at each step
| stage | to | slack [ns] | cells after the start |
|---|---|---|---|
| 4_1_cts | k2[10] | 10.86 | 5 |
| 5_1_grt | k3[8] | 10.68 | 5 |
| 6_report | k2[11] | 10.81 | 5 |
## power groups by stage
stage,registers [uW],logic (uW),clock network [uW]
4_1_cts,2220,283,1640
5_1_grt,2220,304,1710
6_report,2220,276,1610
Power figures rest on the tool's default switching activity, not on a simulated workload.
